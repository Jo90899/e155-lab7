==> design.v <==
module controller( input logic clk, load, 
                   input logic[127:0] key,
                   output logic start, subReady, shiftReady, mixReady, countDone,
                   output logic[127:0] round_key,
				   output logic done);
    logic [127:0] old_key;
    logic [3:0] round; 
	logic [2:0] counter;
    keyExpansion keyController(.clk(clk), .round(round), .old_key(old_key), .round_key(round_key));
    typedef enum {IDLE, R1, R2, R3, R4, R5, R6, R7, R8, R9, R10, R11, DONE} statetype;
    statetype state, next_state;
    always_ff @(posedge clk) begin
        if (load) begin 
            counter <= 0;
            old_key <= key;
            state <= IDLE;
            round <= -1;
        end
        else begin
            state <= next_state;                           
            if (state != next_state) begin 
                counter <= 0;
                round <= round + 1;
                old_key <= round_key;
            end
			else if (state == DONE) round = -1;
            else counter <= counter + 1;
        end
    end
    always_comb begin
		case (state)
			IDLE: if (!load) next_state = R1; else next_state = state;
			R1: if (counter == 5) next_state = R2; else next_state = state;
			R2: if (counter == 5) next_state = R3; else next_state = state;
			R3: if (counter == 5) next_state = R4; else next_state = state;
			R4: if (counter == 5) next_state = R5; else next_state = state;
			R5: if (counter == 5) next_state = R6; else next_state = state;
			R6: if (counter == 5) next_state = R7; else next_state = state;
			R7: if (counter == 5) next_state = R8; else next_state = state;
			R8: if (counter == 5) next_state = R9; else next_state = state;
			R9: if (counter == 5) next_state = R10; else next_state = state;
			R10: if (counter == 5) next_state = R11; else next_state = state;
			R11: if (counter == 5) next_state = DONE; else next_state = state;
			DONE:  next_state = state;
			default: next_state = IDLE;
		endcase
    end
    assign start = ((round > 0) && (round <= 11));
    assign subReady = ((round > 0) && (round <= 10));
    assign shiftReady = ((round > 0) && (round <= 10));
    assign mixReady = ((round > 0) && (round < 10));
    assign countDone = (counter == 5);
    assign done = (state == DONE);
endmodule
module keyExpansion(	input logic clk,
						input logic [3:0] round,
						input logic [127:0] old_key,
						output logic [127:0] round_key
);
	logic[31:0] w0, w1, w2, w3, w4, w5, w6, w7, Rcon, rotWord, subWord;
    assign {w0,w1,w2,w3} = old_key;
	assign rotWord = {w3[23:16], w3[15:8], w3[7:0], w3[31:24]};
	sbox_sync sbox0(rotWord[7:0],      clk, subWord[7:0]);
	sbox_sync sbox1(rotWord[15:8],     clk, subWord[15:8]);
	sbox_sync sbox2(rotWord[23:16],    clk, subWord[23:16]);
	sbox_sync sbox3(rotWord[31:24],    clk, subWord[31:24]);        
	always_comb begin
		if ((round == 4'b1111) | (round == 4'b0000)) round_key = old_key;
		else begin
			if (round <= 8) Rcon = {16'b1 << (round-1), 24'h000000};
			else if (round == 9) Rcon = 32'h1b000000;
			else if (round == 10) Rcon = 32'h36000000;
			else Rcon = 32'h0;
			w4 = w0 ^ subWord ^ Rcon;
			w5 = w1 ^ w4;
			w6 = w2 ^ w5;
			w7 = w3 ^ w6;
			round_key = {w4, w5, w6, w7};
		end
	end
endmodule
module preEncode(	input  logic start,
					input  logic [127:0] plaintext, ciphertext,
					output logic [127:0] current_input
);	
    always_comb begin
        if (start)
			current_input = ciphertext;
		else
			current_input = plaintext;
	end
endmodule
module encode(
				input  logic [127:0] current_input, round_key,
				output logic [127:0] enc_out
);
	always_comb
		enc_out = current_input ^ round_key; 
endmodule
module subBytes(	input  logic clk, subReady,
					input  logic [127:0] sub_in,
					output logic [127:0] new_out
);
	logic [127:0] sub_out;
	sbox_sync sbox0(sub_in[7:0],      clk, sub_out[7:0]);
	sbox_sync sbox1(sub_in[15:8],     clk, sub_out[15:8]);
	sbox_sync sbox2(sub_in[23:16],    clk, sub_out[23:16]);
	sbox_sync sbox3(sub_in[31:24],    clk, sub_out[31:24]);
	sbox_sync sbox4(sub_in[39:32],    clk, sub_out[39:32]);
	sbox_sync sbox5(sub_in[47:40],    clk, sub_out[47:40]);
	sbox_sync sbox6(sub_in[55:48],    clk, sub_out[55:48]);
	sbox_sync sbox7(sub_in[63:56],    clk, sub_out[63:56]);
	sbox_sync sbox8(sub_in[71:64],    clk, sub_out[71:64]);
	sbox_sync sbox9(sub_in[79:72],    clk, sub_out[79:72]);
	sbox_sync sbox10(sub_in[87:80],   clk, sub_out[87:80]);
	sbox_sync sbox11(sub_in[95:88],   clk, sub_out[95:88]);
	sbox_sync sbox12(sub_in[103:96],  clk, sub_out[103:96]);
	sbox_sync sbox13(sub_in[111:104], clk, sub_out[111:104]);
	sbox_sync sbox14(sub_in[119:112], clk, sub_out[119:112]);
	sbox_sync sbox15(sub_in[127:120], clk, sub_out[127:120]);
    always_ff @(posedge clk) begin
        if (subReady) 
			new_out <= sub_out;
        else 
			new_out <= sub_in;
	end
endmodule
module shiftRows(	input  logic shiftReady,
					input  logic [127:0] shift_in,
					output logic [127:0] shift_out
);
    always_comb begin
        if (shiftReady) begin
            shift_out[127:96] = {shift_in[127:120], shift_in[87:80], shift_in[47:40], shift_in[7:0]};
            shift_out[95:64] = {shift_in[95:88], shift_in[55:48], shift_in[15:8], shift_in[103:96]};
            shift_out[63:32] = {shift_in[63:56], shift_in[23:16], shift_in[111:104], shift_in[71:64]};
            shift_out[31:0] = {shift_in[31:24], shift_in[119:112], shift_in[79:72], shift_in[39:32]};
        end
        else 
			shift_out = shift_in;
    end
endmodule
module mixColumns(	input  logic mixReady,
					input  logic [127:0] mix_in,	
					output logic [127:0] mix_out
);
	logic [127:0] current_out;
	mixcolumn mc0(mix_in[127:96], current_out[127:96]);
	mixcolumn mc1(mix_in[95:64], current_out[95:64]);
	mixcolumn mc2(mix_in[63:32], current_out[63:32]);
	mixcolumn mc3(mix_in[31:0], current_out[31:0]);
	always_comb begin
		if (mixReady)
			mix_out = current_out;
		else 		
			mix_out = mix_in;
	end
endmodule
==> run.sh <==
#!/bin/bash
# OpenROAD 26Q1-2900-gdf79404cd8, Yosys 0.63+post, stock flow scripts
make -C /OpenROAD-flow-scripts/flow DESIGN_CONFIG=/design/flow/config.mk WORK_HOME=/design/flow/orfs finish
==> config.mk <==
export PLATFORM = sky130hd
export DESIGN_NAME = preEncode
export DESIGN_NICKNAME = preEncode
export VERILOG_FILES = /design/flow/design.v
export SDC_FILE = /design/flow/constraint.sdc
export NUM_CORES = 4
export LEC_CHECK = 1
export CORE_AREA = 10 10 155 155
export DIE_AREA = 0 0 165 165
==> constraint.sdc <==
current_design preEncode

set clk_period 1.0
set clk_io_pct 0.2

create_clock -name clk0 -period $clk_period

set non_clock_inputs [all_inputs -no_clocks]
set_input_delay [expr $clk_period * $clk_io_pct] -clock clk0 $non_clock_inputs
set_output_delay [expr $clk_period * $clk_io_pct] -clock clk0 [all_outputs]
==> notes.md <==
yosys + openroad results -> status finished, violations left, failing checks setup timing, Non-Filler Instances around 870, final setup TNS -39.53 ns, I/O pin cnt between 300 and 400, fill cell count between 2000 and 2500, Synth Cell Area roughly 1600 µm², Worst setup SP type input pin, routed vias around 3100, Avg Cell Area, Syn ~11 µm², starting DRC count in detailed routing about 60, critical path startpoint start, cell type with the largest total area mux2_2, sink of the worst hold path current_input[48], Post-Synth AOI/OAI Area 0%, CORE AREA about 20000 µm², Total GRT Usage a little over a tenth, Adder Area Share 0%, mux frac, synth between 80% and 90%, port buffer count a little under 400, CP max FO 7, routed len/inst roughly 18 µm, slew margin rel. roughly nine tenths, Hold Path Class input pin to primary output, number of global-route vias before repair 3539, Die Area between 20000 and 30000 µm², First-pass DRT Iterations 2, Top logic family multiplexers, DRC 0, layout overhead on the synthesized area 304%, peak supply drop between 0.15 and 0.2 mV, sequential-to-total area share from yosys stat 0%, Fmax 696 MHz, P_leak 2.98 nW, sequential cells 0, Die W approximately 170 µm, GR Overflow Total 0, row cnt roughly 52, first-pass GRT wire length between 20 and 25 mm, clock tree buffer count of the final layout 0, Final WS setup -0.437 ns, CP required approximately 0.80 ns, floorplan utilization slightly below 8%, worst path arrival time 1.24 ns, Syn Inst Count roughly 140, yosys cell count roughly 140, Yosys Chip Area between 1500 and 2000 µm², Setup violations, final roughly 130, cycle use final 144%, Max-area cell share slightly below 90%, Worst-Margin Slew between 0.1 and 0.15 ns, Basic Gates by Area 0%, pre-CTS setup slack -0.628 ns, Worst Setup End Kind primary output, initial antenna violation count 1, RSZ-0062 raised after global routing true, yosys warns 1, Slew Limit Fails 0, largest net degree at the start of global routing 8, die height about 170 µm, OpenROAD warning count 34, Fin. Hold Viols 0, layout cells sized above 1 57.0%, Reg area 0 µm², xor+xnor area frac 0%, top-count cell post-synth mux2_2, top cells by area mux2_2, clkbuf_8, buf_6, crit path kind input pin to primary output, Worst Hold Launch plaintext[48], Post-DP HPWL 13.5 mm, ANT nets after route 0, top cells by count mux2_2, clkbuf_8, buf_6, number of max-cap violations 0, GPL Wtd Cong 0.880, Logic area 1660 µm², Vias/cell ~3.5, placed cell count between 800 and 900, Min-Delay Path Depth 3, power per cell area about 410 nW/µm², post-synthesis cell type count 3, min Tclk post-route 1.44 ns, final wirelength about 16 mm
==> logic make-up (layout without fill, tap and decap cells) <==
| family | after synthesis | count (layout) |
|---|---|---|
| buffers and inverters | 14 | 467 |
| muxes | 128 | 128 |
| other | 0 | 1 |
==> cells in the final DEF (no fill, tap or decap), drive strengths merged <==
master         Yosys  final
clkdlybuf4s50      0    242
buf                6    210
mux2             128    128
dlymetal6s2s       0      8
dlygate4sd2        0      6
diode              0      1
clkbuf             8      1
==> metrics by stage <==
stage	power, mW	area, µm²	util (%)	hold slack [ns]
2_1_floorplan	0.497	1620	-	0.498
4_1_cts	2.61	6320	31.0	0.825
5_1_grt	2.89	6540	32.0	0.727
3_3_place_gp	2.46	5860	28.7	1.29
3_5_place_dp	2.45	5860	28.7	1.28
6_report	2.70	6540	32.0	0.704
==> worst max-delay path, stage by stage <==
cell    delay (ns)
buf_16        0.12
buf_12        0.14
buf_12        0.13
buf_16        0.13
buf_6         0.12
mux2_4        0.29
buf_6         0.11
==> how the worst max path moves through the flow <==
stage / endpoint / slack, ns / depth (start not counted)
CTS: current_input[80] / -0.46 / 7
global route: current_input[45] / -0.45 / 7
finish: current_input[45] / -0.44 / 7
==> report_power, final <==
part	total (mW)	internal, mW	switching, mW
Combinational	2.70	2.08	0.614
Sequential	0	0	0
Clock	0.000000134	0.000000134	0
Total	2.70	2.08	0.614
==> metal layers <==
| layer | wire, µm | vias to the layer above | share of wire [%] | global-route usage [%] |
|---|---|---|---|---|
| met5 | 0 | - | 0 | 0 |
| met4 | 76 | 0 | 0.48 | 0.483 |
| met3 | 2150 | 4 | 13 | 4.95 |
| met2 | 8300 | 240 | 52 | 19.8 |
| met1 | 5440 | 1361 | 34 | 10.7 |
| li1 | - | 1455 | - | - |
==> cell type report <==
type               count  area share [%]
well taps            270            5.17
multi-input cells    128            25.4
repair buffers       467            69.3
diodes                 1          0.0383
==> timing repair <==
action                     in CTS  in global routing
hold buffers                    0                  0
cloned                          7                  0
setup endpoints to repair     128                128
buffers inserted               56                 11
pin swaps                       0                  0
resized                       523                 74
No activity file was given, so power comes from the tool's default toggle rates.
